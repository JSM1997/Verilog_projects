==> flow/design.v <==
module Celda_inicial_d_i (
    input a_p,  
    input b_p,  
    output p_x  
);
  wire C1;  
    not N1 (C1, a_p);
    and A1 (p_x, b_p, C1);
endmodule
module Celda_tipica_d_i (
    input wire a_p,  
    input wire b_p,  
    input wire x_p,  
    output wire p_x  
);
wire c1;  
wire c2;  
wire c3;  
wire c4;  
wire c5;  
    not N1 (c1, a_p);
    and A1 (c2, x_p, c1);
    and A2 (c3, b_p, x_p);
    and A3 (c4, c1, b_p);
    or O5 (c5, c2, c3);
    or O6 (p_x, c4, c5);
endmodule
module Celda_final_d_i (
    input wire a_p,  
    input wire b_p,  
    input wire x_p,  
    output wire p_x  
);
    wire c1;  
    wire c2;  
    wire c3;  
    wire c4;  
    wire c5;  
    wire c6;  
    not N1 (c1, a_p);
    and A1 (c2, x_p, c1);
    and A2 (c3, b_p, x_p);
    and A3 (c4, c1, b_p);
    or O5 (c5, c2, c3);
    or O6 (c6, c4, c5);
    not N2 (p_x, c6);
endmodule
module red #(parameter N = 4)(
    input [N:0] a_p,  
    input [N:0] b_p,  
    output wire [N-1:0] x_p,  
    output wire Z  
);
    Celda_inicial_d_i Ci_inst (  
        .a_p(a_p[0]),
        .b_p(b_p[0]),
        .p_x(x_p[0])
    );
    genvar i;  
    generate
        for (i = 0; i < N-1; i = i + 1) begin : Ct_generate
            Celda_tipica_d_i Ct_inst (
                .a_p(a_p[i + 1]),
                .b_p(b_p[i + 1]),
                .x_p(x_p[i]),
                .p_x(x_p[i + 1])
            );
        end
    endgenerate
    Celda_final_d_i Cf_inst (
    .a_p(a_p[N]),
    .b_p(b_p[N]),
    .x_p(x_p[N-1]),
    .p_x(Z)
);
endmodule
==> flow/run.sh <==
#!/bin/bash
# OpenROAD 26Q1-2900-gdf79404cd8, Yosys 0.63+post, stock flow scripts
make -C /OpenROAD-flow-scripts/flow DESIGN_CONFIG=/design/flow/config.mk WORK_HOME=/design/flow/orfs finish
==> flow/config.mk <==
export PLATFORM = sky130hd
export DESIGN_NAME = red
export DESIGN_NICKNAME = red
export VERILOG_FILES = /design/flow/design.v
export SDC_FILE = /design/flow/constraint.sdc
export NUM_CORES = 4
export LEC_CHECK = 1
export CORE_AREA = 10 10 70 70
export DIE_AREA = 0 0 80 80
==> flow/constraint.sdc <==
current_design red

set clk_period 1.6
set clk_io_pct 0.2

create_clock -name clk0 -period $clk_period

set non_clock_inputs [all_inputs -no_clocks]
set_input_delay [expr $clk_period * $clk_io_pct] -clock clk0 $non_clock_inputs
set_output_delay [expr $clk_period * $clk_io_pct] -clock clk0 [all_outputs]
==> flow_summary.toml <==
# physical design summary
[timing]
fin_ws_ns = 0.0419
setup_viol = 0
rsz0062_at_grt = "false"
fin_crit_sh_pct = 97.4
fmax_mhz = 642
hold_viol = 0
finalCriticalPeriod_ns = 1.56
relSlewSlack_pct = 89.1
final.setup.tns_ns = 0
drv_slew = 0
worstMarginPinSlew_ns = 0.164
hold_slack_ns = 1.06

[die]
core_um2 = 3420
dieArea_um2 = 6400
io_pins = 15
fp-utilization_pct = 3.92
die_w_um = 80
die_y_um = 80
fp-row-count = 21

[hold_path]
holdPathStages = 5
worstHoldStart = "b_p[2]"
hold_end = "Z"
min-delay-path-class = "input pin to output pin"

[route]
firstDrtPassIters = 2
num_vias = 176
wirelength_um = 512
postRouteAntennaNets = 0
antenna_cells = 0
wl_per_cell_um = 6.56
drt_iter0_drc = 1
via_per_inst = 2.26
drc_errors = 0

[global_route]
grt_max_degree = 4
track_usage_pct = 1.45
antenna_found_initial = 0
grt_pass1_wl_um = 793
grt_overflow = 0
grt_pass1_vias = 197

[worst_setup_path]
cp_cell_sequence = "buf_6, nor2b_4, buf_4, maj3_1, dlygate4sd2_1"
critical_path_arrival_ns = 1.24
crit_path_top_delay_cell = "maj3_1"
cp-startpoint = "b_p[0]"
worst_path_largest_cell_delay_ns = 0.34
path_max_fanout = 3
cpLargestDelayFamily = "buffers and inverters"
critical_path_class = "input pin to output pin"
setup.worst_path.start_class = "input pin"
worst_ep_required_time_ns = 1.28
path_buffers = 3
crit_path_end_kind = "output pin"

[synthesis]
top_cell = "buf_4"
yosysWarnings = 0
synth_top_area_share_pct = 22.4
common_cells = "4 x buf_4, 3 x nand2b_1, 2 x inv_1, 2 x nand3_1"
synthTopCellsByArea = "buf_4 22%, nand2b_1 14%, nor2b_4 10%"
netlist_instances = 19
yosys.area.top_type = "buf_4"
syn_area_per_cell_um2 = 7.05
ys_area_um2 = 134
synth.distinct_cells = 12
ys_seq_share_pct = 0
ys_cells = 19
syn-cell-area_um2 = 134

[clock_tree]
cts_hold_buf = 0

[final_layout]
ff_count = 0
utilization_pct = 9.45
layout-drive-gt1-share_pct = 50.0
flop_area_um2 = 0
syn_to_final_growth_pct = 141
fill_cells = 404
clkbuf_count = 0

[run]
maxCapViolations = 0
tool_warnings = 32

[power_and_ir_drop]
power_leakage_nw = 0.137
pwr_density_cell_nw_per_um2 = 206
peakVddDrop_mv = 0.0162

[place]
hpwl_um = 458
portBuffers = 15
place.gp.congestion = 0.775
place_ws_ns = -0.536

[status]
outcome = "completed"
[logic make-up after synthesis]
family / share of synthesized area (%)
buffers and inverters: 28.0
AND-OR/OR-AND: 20.6
AND/OR/NAND/NOR: 43.9
adder cells (fa/ha/maj): 7.48
[what timing repair did]
item,4_1_cts,5_1_grt
gates resized,31,4
pin swaps,5,2
setup endpoints to repair,5,1
setup buffers,2,0
[through the flow]
stage / power [mW] / instances / area (µm²)
after floorplan: 0.0296 / 19 / 134
after global placement: 0.0715 / 77 / 319
after detailed placement: 0.0725 / 77 / 319
after CTS: 0.0709 / 79 / 333
after global routing: 0.0741 / 78 / 323
final: 0.0666 / 78 / 323
[worst max path at each step]
stage        end  slack (ns)  cells past startpoint
4_1_cts        Z      0.0005                      7
5_1_grt   x_p[1]       0.002                      5
6_report  x_p[1]        0.04                      5
[placed cells by master, fill, tap and decap left out, drive strengths merged]
cell type      Yosys  layout
nor2b              2       2
o211ai             1       1
clkbuf             0       1
inv                2       2
a31oi              1       1
clkdlybuf4s15      0       1
o2111ai            1       1
nand3              2       2
nand2              1       1
maj3               1       1
buf                4       7
dlygate4sd2        0       5
and2               1       1
nand2b             3       3
clkdlybuf4s50      0       3
[final cells by class]
| class | count | area [µm²] | area share [%] |
|---|---|---|---|
| inverter | 2 | 7.51 | 2.33 |
| timing repair buffer | 17 | 135 | 41.9 |
| tap | 46 | 57.6 | 17.8 |
| multi-input combinational | 13 | 123 | 38.0 |
[power breakdown]
| group | internal (mW) | switching, mW | total (mW) |
|---|---|---|---|
| Combinational | 0.0441 | 0.0224 | 0.0666 |
| Clock | 0 | 0 | 0 |
| Sequential | 0 | 0 | 0 |
| Total | 0.0441 | 0.0224 | 0.0666 |
[tightest hold or removal path, cell delays in order]
cell       delay [ns]
buf_2            0.11
nand2b_4         0.06
o2111ai_2        0.08
a31oi_1          0.07
buf_2            0.11
[metal layers]
metal / vias up / GRT usage [%] / routed length (µm) / share of wire (%)
li1: 89 / - / - / -
met2: 9 / 3.05 / 236 / 46
met3: 0 / 0.568 / 75 / 15
met1: 78 / 1.32 / 201 / 39
met4: 0 / 0 / 0 / 0
met5: - / 0 / 0 / 0
Power is estimated from default activity; no workload was simulated.
